File: design/flow/config.mk
export PLATFORM = sky130hd
export DESIGN_NAME = ImmGen
export DESIGN_NICKNAME = ImmGen
export VERILOG_FILES = /design/flow/design.v
export SDC_FILE = /design/flow/constraint.sdc
export NUM_CORES = 4
export LEC_CHECK = 1
export CORE_AREA = 10 10 70 70
export DIE_AREA = 0 0 80 80
File: design/flow/constraint.sdc
current_design ImmGen

set clk_period 3.9
set clk_io_pct 0.2

create_clock -name clk0 -period $clk_period

set non_clock_inputs [all_inputs -no_clocks]
set_input_delay [expr $clk_period * $clk_io_pct] -clock clk0 $non_clock_inputs
set_output_delay [expr $clk_period * $clk_io_pct] -clock clk0 [all_outputs]
File: design/flow/design.v
module ImmGen(
    input [31:0] Instruction,
    output [31:0] imm_out
);
reg [31:0] Imm_out;
assign imm_out = Imm_out;
always @(Instruction) begin
  Imm_out = 0;
  case (Instruction[6:0])
    7'b0110111: Imm_out = Instruction[31:12] << 12;
    7'b0010111: Imm_out = Instruction[31:12] << 12;
    7'b1101111: begin
        Imm_out[31:12] = {Instruction[31], Instruction[19:12], Instruction[20], Instruction[30:21]}; 
        Imm_out = $signed(Imm_out) >>> 11;
    end
    7'b1100111:begin
        Imm_out = $signed(Instruction[31:20]);
    end
    7'b1100011: begin
        Imm_out[31:20] = {Instruction[31], Instruction[7], Instruction[30:25], Instruction[11:8]};
        Imm_out = $signed(Imm_out) >>> 19;
    end
    7'b0100011: Imm_out = $signed({Instruction[31:25], Instruction[11:7]});
    7'b0000011: begin
        Imm_out = $signed(Instruction[31:20]);
    end
    7'b0010011: begin
        case (Instruction[14:12])
            1: Imm_out[4:0] = Instruction[24:20];
            5: Imm_out[4:0] = Instruction[24:20];
            default: Imm_out= $signed(Instruction[31:20]);
        endcase
    end
    default: Imm_out = 0;
  endcase
end
endmodule
File: design/flow/run.sh
#!/bin/bash
# OpenROAD 26Q1-2900-gdf79404cd8, Yosys 0.63+post, stock flow scripts
make -C /OpenROAD-flow-scripts/flow DESIGN_CONFIG=/design/flow/config.mk WORK_HOME=/design/flow/orfs finish
==> out/qor.rpt <==
==================================================================================
Status                                                                finished clean
Slew at the pin closest to its max-slew limit                             0.533 ns
HPWL after detailed placement                                              2.29 mm
Number of instances resized during post-cts repair                               0
Share of final-layout standard cells stronger than drive strength 1         0.0698
Worst min path class                                                        in2out
Via count of the first global-routing pass                                     800
Avg Cell Area, Syn                                                        7.30 µm²
Overall overflow remaining after global route                                    0
WP data arrival                                                            2.95 ns
Number of logged tool warnings                                                  32
Die area                                                               0.00640 mm²
Synth Area in XOR/XNOR                                                           0
Setup total negative slack                                                    0 ns
First-pass GRT wire length                                                 4.24 mm
Worst path max stage delay                                                 0.60 ns
Worst-path maximum fanout                                                       11
Post-synthesis mux area share                                                    0
Register area                                                                0 µm²
Main area contributors after synthesis                                sky130_fd_sc_hd__a21o_1 30%, sky130_fd_sc_hd__and2_1 8.8%, sky130_fd_sc_hd__a22o_1 7.1%
Pin count of the biggest net entering global routing                            12
Number of max-cap violations                                                     0
Total routing usage reported by global routing                              0.0787
Critical path class                                                         in2out
Number of routed nets with antenna violations                                    0
Main logic family after synthesis                                     AND-OR/OR-AND gates
Cell type with the highest aggregate area in the netlist              sky130_fd_sc_hd__a21o_1
MI comb area                                                               465 µm²
Cell count listed in synth_stat.txt                                             68
Number of cells produced by synthesis                                           68
Total number of yosys warnings                                                   1
Slack of the critical path                                                0.175 ns
Vertical die dimension                                                       80 µm
Number of port buffers                                                          64
Final setup vio count                                                            0
Number of rows created at floorplan                                             21
Post-synthesis share of cell area spent on and-or and or-and gates           0.589
Share of the synthesized area in the top cell type                           0.302
Part of the Yosys area used for sequential elements                              0
Cells along the critical path                                         clkdlybuf4s50_1 -> nor2_1 -> o221ai_2 -> a21oi_2 -> a21o_1 -> clkdlybuf4s50_1
Fill cells                                                                     363
Area post-placement                                                    0.00117 mm²
Detailed-route vias per instance                                              4.34
Share of the clock period used by the worst path                             0.955
Initial DRC count                                                               24
Type of element launching the critical path                             input port
DR DRC count                                                                     0
Initial DRT Pass Iterations                                                      4
Worst-case hold slack                                                      2.51 ns
Total power per unit cell area                                         62.7 mW/mm²
Number of pins exceeding their max-slew limit in the final report                0
Kind of capture point of the worst setup path                         primary output
Average wire per standard cell                                             15.1 µm
Worst-case setup slack after placement                                    0.191 ns
Fa+ha+maj area frac                                                              0
Final cell area excluding filler cells                                 0.00117 mm²
Ant. Diodes                                                                      0
Post-Route WL                                                              2.64 mm
Number of different library cells in the post-synthesis netlist                 30
Die boundary width                                                           80 µm
Data required time at the worst endpoint                                   3.12 ns
Area of the core region                                                0.00342 mm²
Placer's final routability congestion estimate                               0.796
Post-CTS Hold Fix Bufs                                                           0
RSZ-0062 raised after global routing                                         false
Slew margin rel.                                                             0.644
Number of antenna violations at the first check in global routing                0
Core Density at Floorplan                                                    0.145
Summed instance area of the synthesized netlist                            497 µm²
Max frequency                                                            0.268 GHz
Final Total Pwr                                                            73.5 µW
Via count                                                                      759
Cell mode on critical path                                            sky130_fd_sc_hd__clkdlybuf4s50_1
Clock buffer cells                                                               0
Post-layout minimum cycle time                                             3.73 ns
Summed standard-cell area reported by yosys                                497 µm²
Max IR drop VDD                                                          0.0181 mV
Hold depth                                                                       3
Sequential cell count of the final layout                                        0
Area Overhead vs Synth                                                        136%
Buffer count from post-CTS setup fixing                                          0
Hold violation count in the final report                                         0
CP max stage cell                                                     sky130_fd_sc_hd__clkdlybuf4s50_1
Static Leakage                                                         0.000554 µW
Boundary Pins                                                                   64
Simple-Gate Area Share                                                       0.348
==================================================================================
[layer usage]
layer  routed length (µm)  global-route usage
met1                 1070              0.0995
met4                    0                   0
met2                 1390               0.140
met5                    0                   0
met3                  170              0.0170
[cells in the mapped netlist (2+ instances only)]
| cell | instances |
|---|---|
| sky130_fd_sc_hd__nor2_1 | 2 |
| sky130_fd_sc_hd__nand3_1 | 3 |
| sky130_fd_sc_hd__a21o_1 | 20 |
| sky130_fd_sc_hd__a22o_1 | 4 |
| sky130_fd_sc_hd__nand2_1 | 5 |
| sky130_fd_sc_hd__a21oi_2 | 3 |
| sky130_fd_sc_hd__and3b_1 | 2 |
| sky130_fd_sc_hd__and2_1 | 7 |
[worst max-delay path: cells and delay by family]
family	cells	cell delay (ns)
compound gates	3	0.78
simple gates	1	0.30
buf+inv	2	1.08
[power by group]
part	total [µW]	switching (µW)	internal, µW	leakage (µW)
registers	0	0	0	0
clock network	0	0	0	0
logic	73.5	24.5	49.0	0.000554
[area by class of cell]
type                            count  area share
Timing Repair Buffer               64       0.547
Tap cell                           46      0.0491
Multi-Input combinational cell     63       0.397
Inverter                            2     0.00641
[placed cells by master (no fill, tap or decap), types with 2 or more instances in the layout]
| master | count |
|---|---|
| sky130_fd_sc_hd__and3b_1 | 2 |
| sky130_fd_sc_hd__a21o_1 | 20 |
| sky130_fd_sc_hd__nor2_1 | 2 |
| sky130_fd_sc_hd__a22o_1 | 4 |
| sky130_fd_sc_hd__and2_1 | 7 |
| sky130_fd_sc_hd__clkdlybuf4s50_1 | 64 |
| sky130_fd_sc_hd__nand3_1 | 3 |
| sky130_fd_sc_hd__nand2_1 | 5 |
| sky130_fd_sc_hd__a21oi_2 | 3 |
[final timing paths]
kind / start / to
worst max-delay path: Instruction[2] / imm_out[26]
worst min-delay path: Instruction[19] / imm_out[19]
[cell families (layout without fill, tap and decap cells)]
kind of cell / Yosys count / after routing
AND-OR/OR-AND: 36 / 36
buffers and inverters: 5 / 66
AND/OR/NAND/NOR: 27 / 27
[per-stage QoR]
| stage | util | std cells |
|---|---|---|
| final | 0.343 | 175 |
| after floorplan | - | 68 |
| after detailed placement | 0.343 | 175 |
| after global placement | 0.343 | 175 |
| after global routing | 0.343 | 175 |
| after CTS | 0.343 | 175 |
No activity file was given, so power comes from the tool's default toggle rates.
