--- config.mk ---
export PLATFORM = sky130hd
export DESIGN_NAME = ALU
export DESIGN_NICKNAME = ALU
export VERILOG_FILES = /design/flow/design.v
export SDC_FILE = /design/flow/constraint.sdc
export NUM_CORES = 4
export LEC_CHECK = 1
export CORE_UTILIZATION = 40
--- constraint.sdc ---
current_design ALU

set clk_period 13.0
set clk_io_pct 0.2

create_clock -name clk0 -period $clk_period

set non_clock_inputs [all_inputs -no_clocks]
set_input_delay [expr $clk_period * $clk_io_pct] -clock clk0 $non_clock_inputs
set_output_delay [expr $clk_period * $clk_io_pct] -clock clk0 [all_outputs]
--- design.v ---
module ALU(
    input [31:0] A,
    input [31:0] B,
    input [3:0] ALUop,
    output [31:0] out
);
reg [31:0] Out;
assign out = Out;
always @(ALUop, A, B) begin
    case (ALUop)
      4'd0:   Out = A + B;
      4'd1:   Out = A - B;
      4'd2:   Out = A & B;
      4'd3:   Out = A | B;
      4'd4:   Out = A ^ B;
      4'd5:   Out = ($signed(A) < $signed(B)) ? 1 : 0;
      4'd6:  Out = (A < B) ? 1 : 0;
      4'd7:   Out = A << B[4:0];
      4'd8:   Out = $signed(A) >>> B[4:0];
      4'd9:   Out = A >> B[4:0];
      4'd10:  Out = B;
      10: Out = 1310;
      default: Out = 0;
    endcase
  end
endmodule
--- run.sh ---
#!/bin/bash
# OpenROAD 26Q1-2900-gdf79404cd8, Yosys 0.63+post, stock flow scripts
make -C /OpenROAD-flow-scripts/flow DESIGN_CONFIG=/design/flow/config.mk WORK_HOME=/design/flow/orfs finish
==> impl_metrics.tcl <==
# collected from the flow reports
set metrics [dict create \
    placed_cell_area_um2 9780 \
    post-dp-hpwl_um 33000 \
    portBuffers 100 \
    syn_area_um2 8690 \
    seq_area_um2 0 \
    grt.total_usage_pct 38.6 \
    gp_congestion 1.05 \
    syn2layout_area_growth_pct 12.6 \
    worstSetupEndpointType "output port" \
    worstPathArrival_ns 7.24 \
    die_y_um 149 \
    synth_cells 1296 \
    wl_um 42300 \
    leakage_nw 4.03 \
    finalClockPeriodUsage_pct 75.7 \
    dp_slack_ns 3.21 \
    vdd.ir_drop.worst_mv 0.0213 \
    drtIter0Drc 991 \
    drv_slew 0 \
    overflow 0 \
    yosysChipArea_um2 8690 \
    avgSynthCellArea_um2 6.70 \
    synth_cell_types 81 \
    grt_pass1_vias 9600 \
    drv_cap 0 \
    core_area_um2 21200 \
    openroad.warnings 98 \
    fin_tns_setup_ns 0 \
    hold_depth 6 \
    final_layout_size_suffix_gt1_share_pct 7.66 \
    powerDensity_nw_per_um2 44.7 \
    pin_count 100 \
    grt_pass1_wl_um 62700 \
    hold_viol 0 \
    n_fill_cell 2223 \
    route.detailed.drc 0 \
    slew_headroom_pct 36.5 \
    criticalPathCategory "in -> out" \
    cts_setup_buffers 0 \
    status "completed" \
    chip_area_um2 22300 \
    min-delay-start "ALUop[0]" \
    crit_path_start_kind "input port" \
    critPathMaxFanout 47 \
    worstHoldEndpoint "out[31]" \
    grt_max_degree 70 \
    vias_per_cell 6.64 \
    die_w_um 149 \
    post-route-util_pct 46.2 \
    layout_min_cycle_time_ns 9.84 \
    required_ns 10.40 \
    cts_resized 0 \
    antenna_left 0 \
    first_pass_iters 7 \
    ff_count 0 \
    rows 53 \
    rsz0062_at_grt "false" \
    synth_seq_share_pct 0 \
    worst_pin_slew_ns 0.945 \
    nClkBuffers 0 \
    setup_violations 0 \
    routedWlPerCell_um 26.6 \
    cts_hold_buf 0 \
    yosys_cells 1296 \
    vias 10585 \
    fmax_mhz 102 \
    design_area_um2 9780 \
    fp_util_pct 41.1 \
    hold_path_class "in -> out" \
    yosys_warnings 1 \
    fin_ws_ns 3.16 \
    grt_antenna_before_repair 0 \
]
[logic make-up (layout without fill, tap and decap cells)]
kind of cell / after synthesis / in the layout / share of synthesized area [%]
buffers and inverters: 201 / 223 / 9.37
adders and majority gates: 100 / 100 / 14.6
xor gates and xnor gates: 21 / 21 / 2.12
and+or+nand+nor: 403 / 403 / 21.0
other: 0 / 1 / 0
AOI/OAI and AO/OA: 483 / 483 / 37.5
muxes: 88 / 88 / 15.5
[layout make-up]
| cell class | count | area, um^2 | share of cell area (%) |
|---|---|---|---|
| Inverter | 96 | 360 | 3.68 |
| Timing Repair Buffer | 127 | 1180 | 12.1 |
| Multi-Input combinational cell | 1095 | 7890 | 80.7 |
| Antenna cell | 1 | 2.50 | 0.0256 |
| Tap cell | 275 | 344 | 3.52 |
[power by group]
group	switching [mW]	internal (mW)	leakage (nW)
registers	0	0	0
clock network	0	0.00000000425	0.00000634
logic	0.266	0.171	4.03
[cell usage in the layout, fill, tap and decap left out, drive strengths merged, types with 10 or more instances in the layout]
cell type      instances
nor2                 159
o21ai                120
a21oi                116
nand2                104
ha                    98
inv                   96
clkdlybuf4s50         95
mux2i                 51
mux4                  37
nand3                 34
buf                   32
o211ai                25
nor3                  25
a221oi                23
nand2b                21
a22oi                 18
a211oi                18
a21o                  17
xnor2                 17
or3                   15
a31oi                 14
o31ai                 13
nor2b                 11
a2111oi               11
o2111ai               10
o22ai                 10
[worst max-delay path, cell delays in order]
cell and delay [ns]:
clkdlybuf4s50_1 0.45, buf_4 0.43, inv_1 0.48, ha_1 0.61
nor2_4 0.07, or4_1 0.48, o211a_1 0.17, a311oi_1 0.48
o221ai_1 0.32, nand3_1 0.16, o211ai_1 0.13, xor2_1 0.17
o2111ai_1 0.19, clkdlybuf4s50_1 0.49
[synth_stat cells (all sizes together), types with 4 or more instances]
cell | instances | area [um^2]
o2111ai | 10 | 87.6
or3 | 15 | 93.8
or4 | 4 | 30.0
inv | 96 | 360
mux4 | 37 | 833
o311ai | 6 | 52.6
and2 | 4 | 25.0
a311oi | 6 | 82.6
o221ai | 9 | 78.8
a32o | 4 | 40.0
a221o | 4 | 40.0
xnor2 | 17 | 149
nand3 | 34 | 170
a2111oi | 11 | 104
a31o | 5 | 43.8
a211oi | 18 | 150
a31oi | 14 | 87.6
ha | 98 | 1230
clkbuf | 60 | 225
nor2b | 11 | 71.3
nand2b | 21 | 131
o22ai | 10 | 62.6
nor2 | 159 | 604
nor3 | 25 | 125
a41oi | 5 | 43.8
a22o | 5 | 43.8
a211o | 9 | 78.8
o21bai | 5 | 41.3
xor2 | 4 | 35.0
mux2i | 51 | 510
a21oi | 116 | 588
nand2 | 104 | 390
o311a | 4 | 40.0
buf | 45 | 229
o211ai | 25 | 193
o31ai | 13 | 97.6
a21o | 17 | 128
o21ai | 120 | 601
a221oi | 23 | 208
o21a | 5 | 37.5
nor4 | 7 | 50.1
or2 | 5 | 31.3
and3 | 6 | 37.5
a22oi | 18 | 135
[per-layer routing]
metal / vias to the layer above / wire length [um] / track usage [%]
met5: - / 0 / 0
met1: 5073 / 19000 / 59.3
met2: 577 / 18700 / 57.6
met3: 57 / 3620 / 4.43
met4: 0 / 1030 / 8.32
li1: 4878 / - / -
[per-stage QoR]
step / std cells / hold WS (ns) / power (mW)
2_1_floorplan: 1296 / 5.29 / 0.263
3_3_place_gp: 1593 / 6.30 / 0.428
3_5_place_dp: 1593 / 6.28 / 0.425
4_1_cts: 1593 / 6.30 / 0.428
5_1_grt: 1593 / 6.35 / 0.469
6_report: 1594 / 6.30 / 0.437
[worst max path at each step]
stage                 startpoint      end
after CTS                   B[4]  out[27]
after global routing        B[4]  out[27]
final                       B[4]  out[27]
No activity file was given, so power comes from the tool's default toggle rates.
