--- config.mk ---
export PLATFORM = sky130hd
export DESIGN_NAME = BranchComp
export DESIGN_NICKNAME = BranchComp
export VERILOG_FILES = /design/flow/design.v
export SDC_FILE = /design/flow/constraint.sdc
export NUM_CORES = 4
export LEC_CHECK = 1
export CORE_AREA = 10 10 82 82
export DIE_AREA = 0 0 92 92
--- constraint.sdc ---
current_design BranchComp

set clk_period 4.1
set clk_io_pct 0.2

create_clock -name clk0 -period $clk_period

set non_clock_inputs [all_inputs -no_clocks]
set_input_delay [expr $clk_period * $clk_io_pct] -clock clk0 $non_clock_inputs
set_output_delay [expr $clk_period * $clk_io_pct] -clock clk0 [all_outputs]
--- design.v ---
module BranchComp(
    input clk,
    input [31:0] Instruction,
    output BrLT,
    output BrEq,
    input [31:0] A,
    input [31:0] B
);
wire BrUn;
reg b1, b2;
assign BrUn = Instruction[13];
assign BrLT = (BrUn)? ((A < B)? 1: 0) : (($signed(A) < $signed(B))? 1: 0);
assign BrEq = (A == B)? 1: 0;
endmodule
--- run.sh ---
#!/bin/bash
# OpenROAD 26Q1-2900-gdf79404cd8, Yosys 0.63+post, stock flow scripts
make -C /OpenROAD-flow-scripts/flow DESIGN_CONFIG=/design/flow/config.mk WORK_HOME=/design/flow/orfs finish
==> reports/summary.rpt <==
FINAL TIMING
-------------------------------------------------------------------------------
Worst hold slack .................................................      2360 ps
Min Tclk post-route ..............................................      3860 ps
Unrepaired setup endpoints after global routing ..................           no
Total Negative Setup Slacks ......................................         0 ps
Highest Clock Rate ...............................................      259 MHz
Final setup vio count ............................................            0
Pins Over Slew Limit .............................................            0
Final hold violation count .......................................            0
Worst slew margin ................................................        77.9%
Crit share post-route ............................................        94.1%
Slew of the pin with the lowest slew margin ......................       332 ps

CRITICAL PATH
-------------------------------------------------------------------------------
Capturing element type of the critical path ...................... primary output
Standard cell with the maximum stage delay on the critical path .. sky130_fd_sc_hd__clkdlybuf4s50_1
Cell type with the highest occurrence count on the critical path . sky130_fd_sc_hd__clkdlybuf4s50_1
Largest fanout of any net on the critical path ...................            3
Critical path cell sequence ...................................... clkdlybuf4s50_1 -> inv_1 -> ha_1 -> and4_1 -> nand4_1 -> nor3_1 -> nand2_1 -> nor2_1 -> clkdlybuf4s50_1
Buffers plus inverters on the worst setup path ...................            3
CP startpoint ....................................................        B[30]
Critical path's top delay family ................................. buffers and inverters
Worst setup path category ........................................ input port to primary output
Critical path data required time .................................      3280 ps
Worst path arrival time ..........................................      3040 ps
Worst setup path endpoint ........................................         BrEq
Crit path largest cell delay .....................................       480 ps
Number of logic stages on the critical path including buffering ..            9
Nature of the critical path startpoint ...........................   input port

GRT
-------------------------------------------------------------------------------
Antenna violations before repair .................................            0
GRT busiest layer ................................................         met2
Met1 layer usage reported by global route ........................        7.66%
Met2 usage .......................................................        10.2%
Global-route usage over all layers ...............................        5.86%
Met3 Resource Use GR .............................................        1.24%
Largest net degree at the start of global routing ................            4
Remaining global-route overflow ..................................            0
Vias in the first global route ...................................         1005
Wire length of the first global-routing pass .....................      4.33 mm

LAYOUT
-------------------------------------------------------------------------------
Most numerous logic cell after layout ............................ sky130_fd_sc_hd__clkdlybuf4s50_1
Area growth from synthesis to final layout .......................        96.9%
Most frequent cells in the layout ................................ sky130_fd_sc_hd__clkdlybuf4s50_1 (66), sky130_fd_sc_hd__inv_1 (33), sky130_fd_sc_hd__ha_1 (32), sky130_fd_sc_hd__a21oi_1 (10), sky130_fd_sc_hd__nand2_1 (7)
Layout cell share with drive strength beyond 1 ...................        3.30%
Flip-flop and latch count ........................................            0
Area taken by multi-input logic gates ............................     697 um^2
Finished Core Util ...............................................        31.6%
Layout clock buffers .............................................            0
Area taken by flip-flops and latches .............................       0 um^2
# fillers ........................................................          541

ROUTING
-------------------------------------------------------------------------------
Final WL .........................................................      2.60 mm
DRC viols ........................................................            0
Post-route ant nets ..............................................            0
Total antenna diodes in the routed design ........................            0
Total number of vias .............................................          973
Drt first-iter violations ........................................            4
Via-to-Cell Ratio ................................................         3.86
Average detailed-routed wire length per instance .................      10.3 um
Drt pass-1 iters .................................................            2

SYNTH
-------------------------------------------------------------------------------
Post-synth mux share .............................................           0%
Simple-Gate Fraction of Synth Area ...............................        15.2%
Sequential cell area fraction in the yosys report ................           0%
Yosys stat area ..................................................     815 um^2
Yosys synthesis warning count ....................................            0
Adder-Cell Fraction of Synth Area ................................        49.2%
Count of cell types in the netlist ...............................           22
Yosys cell count .................................................          112
AND-OR/OR-AND share of the synthesized area ......................        20.4%
Largest family of logic cells by area ............................  adder cells
Synthesized netlist cell count ...................................          112
Syn Std Cell Area ................................................     815 um^2
Mean cell area of the mapped netlist .............................    7.27 um^2
Xor/xnor share ...................................................           0%

POWER
-------------------------------------------------------------------------------
Worst IR drop on VDD .............................................      28.6 uV
Total power of the final layout ..................................       134 uW
Leak pwr .........................................................  0.000802 uW
Power density over the cells ..................................... 83.5 mW/mm^2

DIE
-------------------------------------------------------------------------------
Die X-Extent .....................................................        92 um
Chip footprint ................................................... 0.00846 mm^2
Vert. Die Dim ....................................................        92 um
Number of core rows ..............................................           26
Number of I/O pins ...............................................           99
Effective utilization at floorplan ...............................        16.1%
Core footprint ................................................... 0.00507 mm^2

CTS
-------------------------------------------------------------------------------
CTS Hold Bufs ....................................................            0

MIN PATH
-------------------------------------------------------------------------------
Hold path startpoint ............................................. Instruction[13]
Hold Path Class .................................................. input port to primary output

STATUS
-------------------------------------------------------------------------------
Status ........................................................... finished clean

PLACEMENT
-------------------------------------------------------------------------------
Placer congestion estimate .......................................        0.756
Number of buffers added on ports .................................           67
Hpwl dp ..........................................................      2.55 mm

JOB
-------------------------------------------------------------------------------
Tally of OpenROAD warnings .......................................           64
Max capacitance violation total ..................................            0

## cells in the mapped netlist, drive strengths merged
cell type   n  area, um^2
inv        33         124
ha         32         400
a21oi      10        50.1
nand2       7        26.3
nand4       6        37.5
nand3       4        20.0
a21o        2        15.0
a221o       2        20.0
a221oi      2        23.8
nor2        2        7.51
o21ai       2        10.0
a21boi      1        7.51
and2        1        6.26
and4        1        8.76
nor2b       1        6.26
nor3        1        5.00
nor4        1        6.26
o211ai      1        7.51
o221ai      1        15.0
o31a        1        8.76
o32ai       1        8.76
## cell families after synthesis
group / Yosys count
buffers and inverters: 33
adders and majority gates: 32
and+or+nand+nor: 24
AOI/OAI and AO/OA: 23
## what timing repair did
item / CTS / global route
endpoints found under the hold margin: 0 / 0
resized: 0 / 2
setup endpoints to repair: 0 / 1
setup buffers: 0 / 1
## area by class of cell
| class | instances | area share (%) |
|---|---|---|
| Multi-Input combinational cell | 79 | 43.4 |
| Timing Repair Buffer | 70 | 43.4 |
| Inverter | 33 | 7.72 |
| Tap cell | 70 | 5.46 |
## through the flow
stage | area (um^2) | worst slack (ps) | std cells
floorplan | 815 | 1190 | 112
CTS | 1590 | 62.2 | 251
global placement | 1590 | 29.1 | 251
global route | 1600 | 61.7 | 252
finish | 1600 | 240 | 252
detailed placement | 1590 | 62.3 | 251
## where the power goes
part / switching [uW] / internal, uW
Clock: 0 / 0
Combinational: 44.9 / 89.0
Sequential: 0 / 0
Total: 44.9 / 89.0
## metal layers
layer | vias up | part of all wire (%)
li1 | 535 | -
met1 | 399 | 49
met2 | 39 | 46
met3 | 0 | 5.9
met4 | 0 | 0
met5 | - | 0
## how the worst min path moves through the flow
stage	depth (start not counted)	end	slack (ps)
final	3	BrLT	2360
after global routing	3	BrLT	2410
after CTS	3	BrLT	2660
## worst min-delay path, stage by stage
cell	delay, ps
sky130_fd_sc_hd__clkdlybuf4s50_1	500
sky130_fd_sc_hd__o32ai_1	90
sky130_fd_sc_hd__dlymetal6s2s_1	140
No activity file was given, so power comes from the tool's default toggle rates.
